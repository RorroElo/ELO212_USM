===== design/flow/design.v =====
`timescale 1ns / 1ps
module Display_selector(
    input logic [15:0] DataIn, Alu_result,
    input logic ToDisplaySel,
    output logic [15:0] ToDisplay
    );
    always_comb begin
        case(ToDisplaySel)
         1'b0:  ToDisplay = DataIn;
         1'b1:  ToDisplay = Alu_result;
         default ToDisplay = DataIn;      
        endcase
        end
endmodule
`timescale 1ns / 1ps
module ReversePolishFSM(
    input logic Enter_pulse,reset,clock,Undo_pulse,
    output logic [2:0] Status,
    output logic LoadOpA,LoadOpB,LoadOpCode,
    output logic updateRes, ToDisplaySel
    );
    enum logic [7:0] {Entering_OpA, Load_OpA, Entering_OpB, Load_OpB, 
    Entering_OpCode, Load_OpCode, Show_Result } state, next_state;
    always_comb begin 
    next_state = Entering_OpA;
    Status = 3'b000;
    LoadOpA = 1'b0;
    LoadOpB = 1'b0;
    LoadOpCode = 1'b0;
    updateRes = 1'b0;
    ToDisplaySel = 1'b0;
        case (state)
            Entering_OpA:   begin
                                if (Enter_pulse) begin
                                    next_state = Load_OpA;
                                    end
                                else
                                    next_state = Entering_OpA;
                                Status = 3'd0;
                                LoadOpA = 1'b0;
                                LoadOpB = 1'b0;
                                LoadOpCode = 1'b0;
                                updateRes = 1'b0;
                                ToDisplaySel = 1'b0;
                            end
            Load_OpA:   begin
                            next_state = Entering_OpB;
                            Status = 3'd1;
                            LoadOpA = 1'b1;
                            LoadOpB = 1'b0;
                            LoadOpCode = 1'b0;
                            updateRes = 1'b0;
                            ToDisplaySel = 1'b0;
                        end
            Entering_OpB:   begin
                                if (Enter_pulse)
                                    next_state = Load_OpB;
                                else if (Undo_pulse)
                                    next_state = Entering_OpA;
                                else
                                    next_state = Entering_OpB;
                            Status = 3'd2;
                            LoadOpA = 1'b0;
                            LoadOpB = 1'b0;
                            LoadOpCode = 1'b0;
                            updateRes = 1'b0;
                            ToDisplaySel = 1'b0;
                        end
            Load_OpB:   begin
                            next_state = Entering_OpCode;
                            Status = 3'd3;
                            LoadOpA = 1'b0;
                            LoadOpB = 1'b1;
                            LoadOpCode = 1'b0;
                            updateRes = 1'b0;
                            ToDisplaySel = 1'b0;
                        end
            Entering_OpCode:   begin
                                if (Enter_pulse)
                                    next_state = Load_OpCode;
                                else if (Undo_pulse)
                                    next_state = Entering_OpB;
                                else
                                    next_state = Entering_OpCode;
                            Status = 3'd4;
                            LoadOpA = 1'b0;
                            LoadOpB = 1'b0;
                            LoadOpCode = 1'b0;
                            updateRes = 1'b0;
                            ToDisplaySel = 1'b0;
                        end
            Load_OpCode:   begin
                            next_state = Show_Result;
                            Status = 3'd5;
                            LoadOpA = 1'b0;
                            LoadOpB = 1'b0;
                            LoadOpCode = 1'b1;
                            updateRes = 1'b0;
                            ToDisplaySel = 1'b0;
                        end
            Show_Result:   begin
                                if (Enter_pulse)
                                    next_state = Entering_OpA;
                                else if (Undo_pulse)
                                    next_state = Entering_OpCode;
                                else
                                    next_state = Show_Result;
                            Status = 3'd6;
                            LoadOpA = 1'b0;
                            LoadOpB = 1'b0;
                            LoadOpCode = 1'b0;
                            updateRes = 1'b1;
                            ToDisplaySel = 1'b1;
                        end                        
        endcase
        end
    always_ff @(posedge clock) begin
        if(reset) 
            state <= Entering_OpA;
        else 
            state <= next_state;
    end
endmodule
`timescale 1ns / 1ps
module alu_in_out_reg #(parameter N = 16)(
    input logic [N-1 : 0] data_in,
    input logic load_A, load_B, load_Op, clk, reset, updateRes,
    output logic [N-1 : 0] Result,
    output logic [4:0] Flags
    );
    logic [1:0] V_op;
    logic [N-1 : 0] V_a, V_b;
    logic [1:0] data_in_op;
    logic [N-1:0] Result_alu;
    logic [4:0] Flags_alu;
    assign  data_in_op = data_in[1:0];
    registro_param #(.N(N)) registro_a (.clk(clk), .reset(reset) , .load(load_A), .D(data_in),.Q(V_a));
    registro_param #(.N(N)) registro_b (.clk(clk), .reset(reset) , .load(load_B), .D(data_in),.Q(V_b));
    registro_param #(.N(2)) registro_op (.clk(clk), .reset(reset) , .load(load_Op), .D(data_in_op),.Q(V_op));
    S4_actividad3 #(.M(N)) alu (.A(V_a), .B(V_b), .OpCode(V_op), .Result(Result_alu), .Flags(Flags_alu));
    registro_param #(.N(N)) result_alu (.clk(clk), .reset(reset), .load(updateRes), .D(Result_alu),.Q(Result));  
    registro_param #(.N(5)) result_flags (.clk(clk), .reset(reset), .load(updateRes), .D(Flags_alu),.Q(Flags));
endmodule
`timescale 1ns / 1ps
module registro_param #(parameter N = 8)(
    input logic clk, reset, load,
    input logic [N-1 :0] D,
    output logic [N-1 :0] Q
    );
    always_ff@(posedge clk)
        if (reset)
            begin
                Q <= 'b0;
            end
        else if (load)
            Q <= D;   
        else 
            Q <= Q;   
endmodule
module S4_actividad3 #(parameter M = 7)(
    input logic [M-1:0] A,B,
    input logic [1:0] OpCode,  
    output logic [M-1:0] Result,
    output logic [4:0] Flags 
    );
    logic [M:0] tempResult;
    logic P;
    logic V, C, Z, N, F; 
    assign P = ^Result ; 
    always_comb begin
       case(OpCode)
        2'b00: begin  
               tempResult = A-B;
               Result = tempResult[M-1:0];  
               if (tempResult[M] == 1'b1) begin
                  Flags[2] = 1'b1;  
               end
               else begin
                 Flags[2] = 1'b0;  
               end
               if (((~A[M-1]& B[M-1]& Result[M-1])|(A[M-1]& ~B[M-1]& ~Result[M-1]))==1 )begin  
                  Flags[1]=1'b1;  
               end
               else begin
                  Flags[1]=1'b0; 
               end  
               end
        2'b01: begin  
               tempResult = A+B;
               Result = tempResult[M-1:0];  
               if (tempResult[M] == 1'b1) begin
                  Flags[2] = 1'b1; 
               end
               else begin
                 Flags[2] = 1'b0; 
               end    
               if (((A[M-1]& B[M-1]& ~Result[M-1])| (~A[M-1]& ~B[M-1]& Result[M-1]))==1  )begin  
                  Flags[1]=1'b1; 
               end
               else begin
                 Flags[1]=1'b0; 
               end                                     
               end
        2'b10: begin  
               Result = (A|B);
                  Flags[1]=1'b0;  
                  Flags[2]=1'b0;             
               end
        2'b11: begin  
               Result = (A&B);
                  Flags[1]=1'b0;  
                  Flags[2]=1'b0;         
               end
       endcase
       if (Result == 'b0) begin  
           Flags[3] = 1'b1;  
       end
       else begin
           Flags[3] = 1'b0;  
       end
        if (Result[M-1] == 1'b1) begin 
            Flags[4] = 1'b1;  
        end 
        else begin
            Flags[4] = 1'b0;  
        end
        if  (P == 1'b1) begin
           Flags[0] = 1'b1; 
        end
        else begin
           Flags[0] = 1'b0; 
        end
    end
endmodule
`timescale 1ns / 1ps
module Level_to_pulse(
    input logic clk, reset, L,      
    output logic P                
    );
    enum logic [2:0] {S0, S1, S2} state, next_state;
    always_ff @ (posedge clk) begin
        if(reset)
            state <= S0;
        else
            state <= next_state;
    end
    always_comb begin
        case (state)
            S0: begin
                if(L)
                    next_state = S1;
                else
                    next_state = S0;
            end
            S1: begin
                if(L)
                    next_state = S2;
                else
                    next_state = S0;           
            end            
            S2: begin
                if(L)
                    next_state = S2;
                else
                    next_state = S0;  
                end  
            default: next_state = S0;
        endcase
    end
    always_comb  begin
        case(state)
            S0 : P = 0;
            S1 : P = 1;
            S2 : P = 0;
            default : P = 0;
        endcase
    end
endmodule
`timescale 1ns / 1ps
module S9_actividad2 #(parameter N_DEBOUNCER = 10)
    (
    input logic clk,
    input logic reset,
    input logic Enter,Undo,                
    input logic [15:0] DataIn,
    output logic [15:0] ToDisplay,
    output logic [4:0] Flags,
    output logic [2:0] Status 
    );
    logic EnterPulse;
    logic UndoPulse;
    logic LoadOpA,LoadOpB,LoadOpCode;
    logic updateRes, ToDisplaySel;
    logic [15:0] Alu_Result;
    Level_to_pulse pulso_entrada (
        .clk(clk), 
        .reset(reset),
        .L(Enter),
        .P(EnterPulse)
        );
    Level_to_pulse undo (
        .clk(clk), 
        .reset(reset),
        .L(Undo),
        .P(UndoPulse)
        );
    ReversePolishFSM Maquina_estados (
        .Enter_pulse(EnterPulse),
	    .Undo_pulse (UndoPulse),
        .reset(reset),
        .clock(clk),
        .Status(Status),
        .LoadOpA(LoadOpA),
        .LoadOpB(LoadOpB),
        .LoadOpCode(LoadOpCode),
        .updateRes(updateRes),
        .ToDisplaySel(ToDisplaySel)
        );
    alu_in_out_reg #(.N(16)) Alu (
        .data_in(DataIn),
        .load_A(LoadOpA),
        .load_B(LoadOpB),
        .load_Op(LoadOpCode),
        .clk(clk),
        .reset(reset),
        .updateRes(updateRes),
        .Result(Alu_Result),
        .Flags(Flags)
        );
    Display_selector valor_a_display(
        .DataIn(DataIn),
        .Alu_result(Alu_Result),
        .ToDisplaySel(ToDisplaySel),
        .ToDisplay(ToDisplay)
        );     
endmodule

===== design/flow/run.sh =====
#!/bin/bash
# OpenROAD 26Q1-2900-gdf79404cd8, Yosys 0.63+post, stock flow scripts
make -C /OpenROAD-flow-scripts/flow DESIGN_CONFIG=/design/flow/config.mk WORK_HOME=/design/flow/orfs finish

===== design/flow/config.mk =====
export PLATFORM = sky130hd
export DESIGN_NAME = S9_actividad2
export DESIGN_NICKNAME = S9_actividad2
export VERILOG_FILES = /design/flow/design.v
export SDC_FILE = /design/flow/constraint.sdc
export NUM_CORES = 4
export LEC_CHECK = 1
export CORE_UTILIZATION = 30
export SYNTH_HDL_FRONTEND = slang

===== design/flow/constraint.sdc =====
current_design S9_actividad2

set clk_period 8.0
set clk_io_pct 0.2

create_clock -name clk0 -period $clk_period [get_ports {clk}]

set non_clock_inputs [all_inputs -no_clocks]
set_input_delay [expr $clk_period * $clk_io_pct] -clock clk0 $non_clock_inputs
set_output_delay [expr $clk_period * $clk_io_pct] -clock clk0 [all_outputs]

==> results.txt <==
flow finished, numbers: max cap viols 0, first-pass GRT wire length around 23 mm, dpl hpwl about 9.6 mm, clk sinks 65, switching pwr ~0.26 mW, Area contributors post-synth dfxtp_1 (25%), ha_1 (15%), mux2i_1 (7.6%), nor2_1 (6.6%), inv_1 (3.8%), CP required roughly 6.4 ns, reg2reg start Alu.registro_b.Q[1], Initial DRC Count between 200 and 250, Dominant cell area share ~25%, clock buffer count from CTS 9, Yosys warnings 0, fmax around 0.23 GHz, Unique cell types just under 70, Worst-Margin Slew roughly 0.72 ns, Worst Path Arrival between 2 and 3 ns, tool warnings 61, routed len/inst between 15 and 20 µm, Placed Area 5730 µm², later-pin clock latency in the skew report between 0.3 and 0.4 ns, asr flop ratio synth 0%, drt first pass iters 4, CTS tree built, clk slew on worst S/H paths about 0.060 ns, vias in the first global route roughly 4200, Place WS 3.67 ns, total wire length after detailed routing between 10 and 15 mm, status finished, final reports clean, CP max-delay cell clkdlybuf4s50_1, CP Cell Sequence clkdlybuf4s50_1 -> mux2_2 -> clkdlybuf4s50_1, area of the core 16600 µm², share of total power in the clock network between 40% and 50%, Syn Area/Cell around 8 µm², total number of vias around 4400, slowest stage delay, CP between 0.4 and 0.5 ns, hold_buf cts 0, Post-CTS Setup Inserts 0, Comb pwr share 22.0%, worst setup path category in -> out, Most common reg cell dfxtp_1, Fill cells approximately 1700, Synth top cell by count nor2_1, Sequential Power Share between 30% and 40%, # IOs roughly 44, critical path launch point type input pin, die height between 100 and 150 µm, Seq/Total Area, Yosys between 20% and 30%, post-route minimum period around 4.3 ns, chip area in the Yosys report ~5000 µm², r2r setup slk 3.97 ns, grt ovf 0, row cnt approximately 47, routability cong. around 0.95, Critical Path End Type output port, Slew Viols, Final 0, H-tree depth 3, die width roughly 130 µm, die area 17700 µm², Clock Skews between 0.01 and 0.015 ns, Pint roughly 0.63 mW, CP most frequent cell clkdlybuf4s50_1, Worst VDD drop between 0.0001 and 0.00015 V, top cells by count, synth nor2_1 (91), dfxtp_1 (65), ha_1 (60), hold path endpoint pulso_entrada.state[2], Max Fanout on Critical Path 4, DRC 0, Ant. Diodes 0, Leakage about 2.3 nW, final worst slack about 3.7 ns, area grow syn2layout 16.5%, period utilization a little over half, Mapped Area ~5100 µm², Buffers on Ports 43, post-route ant nets 0, layout cells sized above 1 a little under a tenth, final setup fails 0, Post-Syn Instances between 600 and 700, Net Sw Frac 29.2%, critical register-to-register path endpoint Alu.result_flags.Q[0], final hold viol count 0, ys cells approximately 640, Synth Register Bits roughly 65, Clock Tree Buf Depth 2, pwr dens around 150 nW/µm², CTS resizes 0, initial antenna violation count 0, GRT Overall Usage between 10% and 20%, RSZ-0062 raised after global routing false, largest net degree at the start of global routing around 64, Reg2Reg Depth 14, hold depth 2, Tightest Hold Check Type reg -> reg, TNS Setup 0 ns, hold path startpoint pulso_entrada.state[0], Pre-Place Util between 30% and 40%, DR vias/cell ~5.0, biggest area consumer among synthesized cells dfxtp_1, Post-synth EDFFs 0, Slew Limit Headroom a little over half, clock root buffer clkbuf_16, fin area 6000 µm²
## area by class of cell
type / count / area [µm²] / area share [%]
sequential: 65 / 1300 / 21.7
inverter: 53 / 199 / 3.32
tap: 220 / 275 / 4.59
clock buffer: 9 / 225 / 3.75
multi-input combinational: 482 / 3480 / 58.0
timing repair buffer: 49 / 470 / 7.84
clock inverter: 6 / 46.3 / 0.772
## flip-flops by register name, summed over array words and instances (netlist names)
signal and count:
Alu.registro_a.Q 16, Alu.registro_b.Q 16, Alu.result_alu.Q 15, Maquina_estados.state 7, Alu.result_flags.Q 5, Alu.registro_op.Q 2
pulso_entrada.state 2, undo.state 2
## worst max-delay path, delay by kind of cell
kind / cells / cell delay, ns
buf+inv: 2 / 0.85
mux: 1 / 0.28
## metal layers
metal / vias up / routed length, µm / track usage [%]
li1: 2288 / - / -
met1: 2011 / 6860 / 25.1
met4: 0 / 223 / 2.43
met5: - / 0 / 0
met2: 90 / 5840 / 24.7
met3: 17 / 604 / 2.62
## cells in the final DEF (no fill, tap or decap), types with 8 or more instances in the layout
cell	n
inv_1	52
o21a_1	8
o21ai_0	28
mux2_2	17
nor3_1	14
o211ai_1	16
clkdlybuf4s50_1	42
mux2i_1	39
clkbuf_16	9
ha_1	60
xnor2_1	12
a21oi_1	29
nand2_1	39
dfxtp_1	64
nor2_1	91
## worst max path at each step
stage | from | to | cells after the start
6_report | DataIn[0] | ToDisplay[0] | 3
4_1_cts | DataIn[0] | ToDisplay[0] | 3
5_1_grt | DataIn[8] | ToDisplay[8] | 3
## stage by stage
| step | std cells | power (mW) | utilization, % | hold slack [ns] |
|---|---|---|---|---|
| global placement | 869 | 0.535 | 34.4 | 0.396 |
| CTS | 884 | 0.907 | 36.0 | 0.407 |
| floorplan | 640 | 0.477 | - | 0.394 |
| global route | 884 | 0.944 | 36.0 | 0.438 |
| finish | 884 | 0.894 | 36.0 | 0.406 |
| detailed placement | 869 | 0.534 | 34.4 | 0.397 |
## logic make-up (layout without fill, tap and decap cells)
kind of cell             after synthesis  count (layout)  synth area share, %
AND/OR/NAND/NOR                      205             205                 18.9
buffers and inverters                 93             117                 7.12
AND-OR/OR-AND                        143             143                 19.1
XOR/XNOR                              15              15                 2.55
flip-flops                            65              65                 25.3
multiplexers                          57              57                 11.7
adder cells (fa/ha/maj)               62              62                 15.4
## power groups by stage
stage / Clock, mW / Sequential (mW) / Combinational (mW)
final: 0.365 / 0.333 / 0.197
after global routing: 0.390 / 0.334 / 0.220
after CTS: 0.377 / 0.333 / 0.197
Power is estimated from default activity; no workload was simulated.
