===== flow/design.v =====
`timescale 1ns / 1ps
module BCD_to_sevenseg(
    input logic [3:0] BCD_in, 
    output logic [6:0] sevenSeg
    );
    always_comb begin
        case (BCD_in)
            4'd0:   sevenSeg = 7'b0000_001;  
            4'd1:   sevenSeg = 7'b1001_111;
            4'd2:   sevenSeg = 7'b0010_010;
            4'd3:   sevenSeg = 7'b0000_110;
            4'd4:   sevenSeg = 7'b1001_100;
            4'd5:   sevenSeg = 7'b0100_100;
            4'd6:   sevenSeg = 7'b0100_000;
            4'd7:   sevenSeg = 7'b0001_111;
            4'd8:   sevenSeg = 7'b0000_000;
            4'd9:   sevenSeg = 7'b0001_100;
            4'd10:  sevenSeg = 7'b0001_000;
            4'd11:  sevenSeg = 7'b1100_000;
            4'd12:  sevenSeg = 7'b0110_001;
            4'd13:  sevenSeg = 7'b1000_010;
            4'd14:  sevenSeg = 7'b0110_000;
            4'd15:  sevenSeg = 7'b0111_000;
            default sevenSeg = 'b0;
        endcase
    end 
endmodule 
`timescale 1ns / 1ps
module Display_selector(
    input logic [15:0] DataIn, Alu_result,
    input logic ToDisplaySel,
    output logic [15:0] ToDisplay
    );
    always_comb begin
        case(ToDisplaySel)
         1'b0:  ToDisplay = DataIn;
         1'b1:  ToDisplay = Alu_result;
         default ToDisplay = DataIn;      
        endcase
        end
endmodule
`timescale 1ns / 1ps
module ReversePolishFSM(
    input logic Enter_pulse,reset,clock,Undo_pulse,
    output logic [2:0] Status,
    output logic LoadOpA,LoadOpB,LoadOpCode,
    output logic updateRes, ToDisplaySel
    );
    enum logic [7:0] {Entering_OpA, Load_OpA, Entering_OpB, Load_OpB, 
    Entering_OpCode, Load_OpCode, Show_Result } state, next_state;
    always_comb begin 
    next_state = Entering_OpA;
    Status = 3'b000;
    LoadOpA = 1'b0;
    LoadOpB = 1'b0;
    LoadOpCode = 1'b0;
    updateRes = 1'b0;
    ToDisplaySel = 1'b0;
        case (state)
            Entering_OpA:   begin
                                if (Enter_pulse) begin
                                    next_state = Load_OpA;
                                    end
                                else
                                    next_state = Entering_OpA;
                                Status = 3'd0;
                                LoadOpA = 1'b0;
                                LoadOpB = 1'b0;
                                LoadOpCode = 1'b0;
                                updateRes = 1'b0;
                                ToDisplaySel = 1'b0;
                            end
            Load_OpA:   begin
                            next_state = Entering_OpB;
                            Status = 3'd1;
                            LoadOpA = 1'b1;
                            LoadOpB = 1'b0;
                            LoadOpCode = 1'b0;
                            updateRes = 1'b0;
                            ToDisplaySel = 1'b0;
                        end
            Entering_OpB:   begin
                                if (Enter_pulse)
                                    next_state = Load_OpB;
                                else if (Undo_pulse)
                                    next_state = Entering_OpA;
                                else
                                    next_state = Entering_OpB;
                            Status = 3'd2;
                            LoadOpA = 1'b0;
                            LoadOpB = 1'b0;
                            LoadOpCode = 1'b0;
                            updateRes = 1'b0;
                            ToDisplaySel = 1'b0;
                        end
            Load_OpB:   begin
                            next_state = Entering_OpCode;
                            Status = 3'd3;
                            LoadOpA = 1'b0;
                            LoadOpB = 1'b1;
                            LoadOpCode = 1'b0;
                            updateRes = 1'b0;
                            ToDisplaySel = 1'b0;
                        end
            Entering_OpCode:   begin
                                if (Enter_pulse)
                                    next_state = Load_OpCode;
                                else if (Undo_pulse)
                                    next_state = Entering_OpB;
                                else
                                    next_state = Entering_OpCode;
                            Status = 3'd4;
                            LoadOpA = 1'b0;
                            LoadOpB = 1'b0;
                            LoadOpCode = 1'b0;
                            updateRes = 1'b0;
                            ToDisplaySel = 1'b0;
                        end
            Load_OpCode:   begin
                            next_state = Show_Result;
                            Status = 3'd5;
                            LoadOpA = 1'b0;
                            LoadOpB = 1'b0;
                            LoadOpCode = 1'b1;
                            updateRes = 1'b0;
                            ToDisplaySel = 1'b0;
                        end
            Show_Result:   begin
                                if (Enter_pulse)
                                    next_state = Entering_OpA;
                                else if (Undo_pulse)
                                    next_state = Entering_OpCode;
                                else
                                    next_state = Show_Result;
                            Status = 3'd6;
                            LoadOpA = 1'b0;
                            LoadOpB = 1'b0;
                            LoadOpCode = 1'b0;
                            updateRes = 1'b1;
                            ToDisplaySel = 1'b1;
                        end                        
        endcase
        end
    always_ff @(posedge clock) begin
        if(reset) 
            state <= Entering_OpA;
        else 
            state <= next_state;
    end
endmodule
`timescale 1ns / 1ps
module S4_actividad1(
    input  logic        clock,
    input  logic        reset,
    input  logic [31:0] HEX_in,
    output logic [6:0]  segments,
    output logic [7:0]  anodes
    );
    logic [2:0]refresh_counter;
    logic [3:0] elegido;
    contador_parameter #(.N(3)) R_counter (.clk(clock), .reset(reset) , .count(refresh_counter));
    bcd_4bit bcd_selector (.HEX(HEX_in), .r_counter(refresh_counter), .digito_elegido(elegido));    
    BCD_to_sevenseg bcd_seg(.BCD_in(elegido), .sevenSeg(segments));
    display_control control_anodo (.r_counter(refresh_counter), .Anodo (anodes));
endmodule
`timescale 1ns / 1ps
module alu_in_out_reg #(parameter N = 16)(
    input logic [N-1 : 0] data_in,
    input logic load_A, load_B, load_Op, clk, reset, updateRes,
    output logic [N-1 : 0] Result,
    output logic [4:0] Flags
    );
    logic [1:0] V_op;
    logic [N-1 : 0] V_a, V_b;
    logic [1:0] data_in_op;
    logic [N-1:0] Result_alu;
    logic [4:0] Flags_alu;
    assign  data_in_op = data_in[1:0];
    registro_param #(.N(N)) registro_a (.clk(clk), .reset(reset) , .load(load_A), .D(data_in),.Q(V_a));
    registro_param #(.N(N)) registro_b (.clk(clk), .reset(reset) , .load(load_B), .D(data_in),.Q(V_b));
    registro_param #(.N(2)) registro_op (.clk(clk), .reset(reset) , .load(load_Op), .D(data_in_op),.Q(V_op));
    S4_actividad3 #(.M(N)) alu (.A(V_a), .B(V_b), .OpCode(V_op), .Result(Result_alu), .Flags(Flags_alu));
    registro_param #(.N(N)) result_alu (.clk(clk), .reset(reset), .load(updateRes), .D(Result_alu),.Q(Result));  
    registro_param #(.N(5)) result_flags (.clk(clk), .reset(reset), .load(updateRes), .D(Flags_alu),.Q(Flags));
endmodule
`timescale 1ns / 1ps
module bcd_4bit(
    input logic [31:0] HEX,
    input logic [2:0] r_counter,
    output logic [3:0] digito_elegido
    );
    always_comb 
        begin
            case (r_counter)
                3'b000: digito_elegido = HEX[3:0];
                3'b001: digito_elegido = HEX[7:4];
                3'b010: digito_elegido = HEX[11:8];
                3'b011: digito_elegido = HEX[15:12];
                3'b100: digito_elegido = HEX[19:16];
                3'b101: digito_elegido = HEX[23:20];
                3'b110: digito_elegido = HEX[27:24];
                3'b111: digito_elegido = HEX[31:28];
                default: digito_elegido = 'b0;
            endcase
        end
endmodule
`timescale 1ns / 1ps
module contador_parameter #(parameter N = 3)(
    input logic clk,reset,
    output logic [N-1:0] count
    );
    always_ff @(posedge clk) 
    begin
        if(reset)
            count <= 'b0;
        else 
            count <= count + 1'b1;
    end
endmodule
`timescale 1ns / 1ps
module display_control(
    input logic [2:0] r_counter,
    output logic [7:0] Anodo
    );
    always_comb 
        begin
            case (r_counter)
                3'b000: Anodo = 8'b1111_1110;
                3'b001: Anodo = 8'b1111_1101;
                3'b010: Anodo = 8'b1111_1011;
                3'b011: Anodo = 8'b1111_0111;
                3'b100: Anodo = 8'b1110_1111;
                3'b101: Anodo = 8'b1101_1111;
                3'b110: Anodo = 8'b1011_1111;
                3'b111: Anodo = 8'b0111_1111;
                default: Anodo = 'b0;
            endcase
        end
endmodule
`timescale 1ns / 1ps
module registro_param #(parameter N = 8)(
    input logic clk, reset, load,
    input logic [N-1 :0] D,
    output logic [N-1 :0] Q
    );
    always_ff@(posedge clk)
        if (reset)
            begin
                Q <= 'b0;
            end
        else if (load)
            Q <= D;   
        else 
            Q <= Q;   
endmodule
module S4_actividad3 #(parameter M = 7)(
    input logic [M-1:0] A,B,
    input logic [1:0] OpCode,  
    output logic [M-1:0] Result,
    output logic [4:0] Flags 
    );
    logic [M:0] tempResult;
    logic P;
    logic V, C, Z, N, F; 
    assign P = ^Result ; 
    always_comb begin
       case(OpCode)
        2'b00: begin  
               tempResult = A-B;
               Result = tempResult[M-1:0];  
               if (tempResult[M] == 1'b1) begin
                  Flags[2] = 1'b1;  
               end
               else begin
                 Flags[2] = 1'b0;  
               end
               if (((~A[M-1]& B[M-1]& Result[M-1])|(A[M-1]& ~B[M-1]& ~Result[M-1]))==1 )begin  
                  Flags[1]=1'b1;  
               end
               else begin
                  Flags[1]=1'b0; 
               end  
               end
        2'b01: begin  
               tempResult = A+B;
               Result = tempResult[M-1:0];  
               if (tempResult[M] == 1'b1) begin
                  Flags[2] = 1'b1; 
               end
               else begin
                 Flags[2] = 1'b0; 
               end    
               if (((A[M-1]& B[M-1]& ~Result[M-1])| (~A[M-1]& ~B[M-1]& Result[M-1]))==1  )begin  
                  Flags[1]=1'b1; 
               end
               else begin
                 Flags[1]=1'b0; 
               end                                     
               end
        2'b10: begin  
               Result = (A|B);
                  Flags[1]=1'b0;  
                  Flags[2]=1'b0;             
               end
        2'b11: begin  
               Result = (A&B);
                  Flags[1]=1'b0;  
                  Flags[2]=1'b0;         
               end
       endcase
       if (Result == 'b0) begin  
           Flags[3] = 1'b1;  
       end
       else begin
           Flags[3] = 1'b0;  
       end
        if (Result[M-1] == 1'b1) begin 
            Flags[4] = 1'b1;  
        end 
        else begin
            Flags[4] = 1'b0;  
        end
        if  (P == 1'b1) begin
           Flags[0] = 1'b1; 
        end
        else begin
           Flags[0] = 1'b0; 
        end
    end
endmodule
`timescale 1ns / 1ps
module Level_to_pulse(
    input logic clk, reset, L,      
    output logic P                
    );
    enum logic [2:0] {S0, S1, S2} state, next_state;
    always_ff @ (posedge clk) begin
        if(reset)
            state <= S0;
        else
            state <= next_state;
    end
    always_comb begin
        case (state)
            S0: begin
                if(L)
                    next_state = S1;
                else
                    next_state = S0;
            end
            S1: begin
                if(L)
                    next_state = S2;
                else
                    next_state = S0;           
            end            
            S2: begin
                if(L)
                    next_state = S2;
                else
                    next_state = S0;  
                end  
            default: next_state = S0;
        endcase
    end
    always_comb  begin
        case(state)
            S0 : P = 0;
            S1 : P = 1;
            S2 : P = 0;
            default : P = 0;
        endcase
    end
endmodule
`timescale 1ns / 1ps
module S9_actividad3(
    input logic clk,
    input logic reset,
    input logic Enter,
                Undo,                
    input logic [15:0] DataIn,
    output logic [6:0] Segments,
    output logic [4:0] Flags,
    output logic [2:0] Status,
    output logic [7:0] Anodes 
    );
    logic EnterPulse;
    logic UndoPulse;
    logic LoadOpA,LoadOpB,LoadOpCode;
    logic updateRes, ToDisplaySel;
    logic [15:0] Alu_Result;
    logic [15:0] ToDisplay;
    Level_to_pulse pulso_entrada (
        .clk(clk), 
        .reset(reset),
        .L(Enter),
        .P(EnterPulse)
        );
    Level_to_pulse undo (
        .clk(clk), 
        .reset(reset),
        .L(Undo),
        .P(UndoPulse)
        );
    ReversePolishFSM Maquina_estados (
        .Enter_pulse(EnterPulse),
	    .Undo_pulse (UndoPulse),
        .reset(reset),
        .clock(clk),
        .Status(Status),
        .LoadOpA(LoadOpA),
        .LoadOpB(LoadOpB),
        .LoadOpCode(LoadOpCode),
        .updateRes(updateRes),
        .ToDisplaySel(ToDisplaySel)
        );
    alu_in_out_reg #(.N(16)) Alu (
        .data_in(DataIn),
        .load_A(LoadOpA),
        .load_B(LoadOpB),
        .load_Op(LoadOpCode),
        .clk(clk),
        .reset(reset),
        .updateRes(updateRes),
        .Result(Alu_Result),
        .Flags(Flags)
        );
    Display_selector valor_a_display(
        .DataIn(DataIn),
        .Alu_result(Alu_Result),
        .ToDisplaySel(ToDisplaySel),
        .ToDisplay({ToDisplay})
        );     
    logic [31:0] in_sevenSeg;
    assign in_sevenSeg = {16'b0,ToDisplay};
    S4_actividad1 Hex_to_sevenSeg (
        .clock(clk),
        .reset(reset),
        .HEX_in(in_sevenSeg),
        .segments(Segments),
        .anodes(Anodes)
        );
endmodule

===== flow/run.sh =====
#!/bin/bash
# OpenROAD 26Q1-2900-gdf79404cd8, Yosys 0.63+post, stock flow scripts
make -C /OpenROAD-flow-scripts/flow DESIGN_CONFIG=/design/flow/config.mk WORK_HOME=/design/flow/orfs finish

===== flow/config.mk =====
export PLATFORM = sky130hd
export DESIGN_NAME = S9_actividad3
export DESIGN_NICKNAME = S9_actividad3
export VERILOG_FILES = /design/flow/design.v
export SDC_FILE = /design/flow/constraint.sdc
export NUM_CORES = 4
export LEC_CHECK = 1
export CORE_UTILIZATION = 30
export SYNTH_HDL_FRONTEND = slang

===== flow/constraint.sdc =====
current_design S9_actividad3

set clk_period 7.4
set clk_io_pct 0.2

create_clock -name clk0 -period $clk_period [get_ports {clk}]

set non_clock_inputs [all_inputs -no_clocks]
set_input_delay [expr $clk_period * $clk_io_pct] -clock clk0 $non_clock_inputs
set_output_delay [expr $clk_period * $clk_io_pct] -clock clk0 [all_outputs]

==> summary.txt <==
impl run done, here's what came out: tool warnings=70, crit-path cells=clkdlybuf4s50_1, a222oi_1, mux2i_1, mux2i_1, nand2b_2, o22ai_1, a31oi_1, clkdlybuf4s50_1, worst endpoint required time=5920 ps, Fin Setup TNS=0 ps, Synth flops=76, fraction of registers with async set or reset after synthesis=0%, CTS sink cnt=76, normalized max-slew margin=39.5%, IO buf count=42, final-layout fill cell count=1971, share of synthesized area occupied by flip-flops and latches=26.0%, terminating pin of the worst hold path=undo.state[2], LEAKAGE=2.55 nW, tally of yosys warning messages=0, category of the critical setup timing path=input pin to primary output, max cap viols=0, H-tree level count=3, setup bufs post-CTS=0, final core utilization=35.9%, end of the worst register-to-register path=Alu.result_flags.Q[0], Critical Path Fanout Max=11, Worst Skew=11.9 ps, Top cell area share=26.0%, buffers and inverters on the worst path=2, outcome=finished clean, number of buffers created by CTS=9, remaining antenna violation count=0, crit share post-route=76.2%, element type at the critical path end=primary output, maximum number of pins on one net before global-route repair=64, global-route track usage on met3=2.06%, setup repair after global routing missed its margin=false, total count of max-transition violations in the final report=0, startpoint of the most critical hold path=undo.state[0], met1 demand-to-capacity share in global routing=25.4%, number of I/O pins=43, most frequent cell after synthesis=sky130_fd_sc_hd__nor2_1, cells resized by post-CTS repair=0, flop2flop setup slack=3440 ps, worst min-delay path category=flip-flop to flip-flop, CTS tree=done, number of hold buffers added after cts=0, WL final=15500 µm, wire per inst=15.4 µm, highest cell delay on the worst timing path=680 ps, power per standard cell area=180 nW/µm², root buf cell=sky130_fd_sc_hd__clkbuf_16, met2 GRT Util=25.6%, CORE AREA=18900 µm², most crowded layer after global routing=met2, total routing usage reported by global routing=16.5%, vias post-DR=5071, number of unique standard cell types used by synthesis=74, 1st-pass router iterations=7, Critical Path Source Type=input pin, Cells on Worst Hold Path=1, remaining routing DRC violations=0, Layout Area Growth over Synthesis=15.9%, DP Wirelength=11500 µm, worst supply voltage drop on vdd=0.123 mV, Post-Synthesis Cells=726, average cell area after synthesis=8.05 µm², post-synth design cell area=5840 µm², cell type contributing the most total cell area after synthesis=sky130_fd_sc_hd__dfxtp_1, share of layout cells above drive strength 1=5.73%, gr ovfl total=0, floorplan row count=50, flip-flop cell with the highest count after synthesis=sky130_fd_sc_hd__dfxtp_1, top cell types by occurrence after synthesis=100 x sky130_fd_sc_hd__nor2_1, 76 x sky130_fd_sc_hd__dfxtp_1, 72 x sky130_fd_sc_hd__ha_1, floorplan die width=142 µm, ys cells=726, count of endpoints failing setup in the final report=0, initial standard-cell utilization of the core=30.9%, startpoint of the most critical register-to-register path=Alu.registro_b.Q[0], Via-to-Cell Ratio=5.02, Clk Latency, worst-skew pair=350 ps, slowest library cell on the worst path=sky130_fd_sc_hd__mux2i_1, number of flops mapped to enable cells by yosys=0, initial antenna violation count=1, maximum count of clock buffers along a single path=2, total count of hold-check failures in the final report=0, worst-margin pin slew=882 ps, wire length of the first global-routing pass=25600 µm, routability cong.=0.891, reg2reg path depth=14, drt initial violations=390, data arrival at the endpoint of the critical path=4160 ps, die extent in y=142 µm, area of the die=20000 µm², maximum frequency from static timing analysis=177 MHz, time the worst path needs with I/O delays and setup=5640 ps, chip area in the Yosys report=5840 µm², n_diodes=0, via count of the first global-routing pass=4840, Clock transition at path regs=60 ps, main area contributors=sky130_fd_sc_hd__dfxtp_1 26%, sky130_fd_sc_hd__ha_1 15%, sky130_fd_sc_hd__mux2i_1 7.9%, cell family with the largest share of critical-path delay=buffers and inverters
worst max path at each step:
stage	start	end	slack, ps	depth (start not counted)
finish	DataIn[15]	Segments[6]	1760	8
CTS	DataIn[15]	Segments[6]	1740	8
global route	DataIn[15]	Segments[6]	1470	8
cell usage in the layout, fill, tap and decap left out, drive strengths merged, types with 32 or more instances in the layout:
cell type        n
nor2           101
mux2i           46
o21ai           40
nand2           47
dfxtp           76
a21oi           32
ha              72
inv             62
clkdlybuf4s50   41
through the flow:
stage	hold WS [ps]	setup slack [ps]	cells	instance area [µm²]	power, mW
4_1_cts	467	1740	1010	6780	1.24
3_5_place_dp	452	1750	994	6450	0.740
2_1_floorplan	423	3050	726	5840	0.643
5_1_grt	486	1470	1010	6780	1.29
6_report	468	1760	1010	6780	1.22
3_3_place_gp	443	1770	994	6450	0.740
cell families after synthesis:
| kind of cell | count (synthesis) | synth area share [%] |
|---|---|---|
| simple gates | 233 | 18.5 |
| compound gates | 178 | 21.4 |
| buf+inv | 101 | 7.02 |
| flops | 76 | 26.0 |
| fa+ha+maj | 74 | 16.1 |
| mux | 51 | 9.03 |
| xor+xnor | 13 | 1.95 |
power breakdown:
group	switching [mW]	internal (mW)
clock network	0.191	0.300
logic	0.157	0.149
registers	0.00736	0.418
total	0.356	0.867
registers in the layout (all words and copies together), names as in the netlist, 3 cells and up:
name,count
Maquina_estados.state,7
Alu.registro_a.Q,16
Hex_to_sevenSeg.control_anodo.Anodo,8
Alu.result_flags.Q,4
Alu.registro_b.Q,16
Hex_to_sevenSeg.R_counter.count,3
Alu.result_alu.Q,16
layer usage:
layer | vias to the layer above | routed length (µm)
met5 | - | 0
met4 | 0 | 209
met3 | 16 | 872
met2 | 139 | 6710
met1 | 2328 | 7730
li1 | 2588 | -
cell type report:
| type | count | area [µm²] | area share, % |
|---|---|---|---|
| multi-input combinational | 549 | 3910 | 57.7 |
| tap | 260 | 325 | 4.80 |
| clock buffer | 10 | 229 | 3.38 |
| timing repair buffer | 48 | 460 | 6.79 |
| inverter | 61 | 229 | 3.38 |
| sequential | 76 | 1520 | 22.5 |
| clock inverter | 6 | 97.6 | 1.44 |
Power is estimated from default activity; no workload was simulated.
