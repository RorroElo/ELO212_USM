==> /design/flow/design.v <==
`timescale 1ns / 1ps
module Display_selector(
    input logic [15:0] DataIn, Alu_result,
    input logic ToDisplaySel,
    output logic [15:0] ToDisplay
    );
    always_comb begin
        case(ToDisplaySel)
         1'b0:  ToDisplay = DataIn;
         1'b1:  ToDisplay = Alu_result;
         default ToDisplay = DataIn;      
        endcase
        end
endmodule
`timescale 1ns / 1ps
module ReversePolishFSM(
    input logic Enter_pulse,reset,clock,Undo_pulse,
    output logic [2:0] Status,
    output logic LoadOpA,LoadOpB,LoadOpCode,
    output logic updateRes, ToDisplaySel
    );
    enum logic [7:0] {Entering_OpA, Load_OpA, Entering_OpB, Load_OpB, 
    Entering_OpCode, Load_OpCode, Show_Result } state, next_state;
    always_comb begin 
    next_state = Entering_OpA;
    Status = 3'b000;
    LoadOpA = 1'b0;
    LoadOpB = 1'b0;
    LoadOpCode = 1'b0;
    updateRes = 1'b0;
    ToDisplaySel = 1'b0;
        case (state)
            Entering_OpA:   begin
                                if (Enter_pulse) begin
                                    next_state = Load_OpA;
                                    end
                                else
                                    next_state = Entering_OpA;
                                Status = 3'd0;
                                LoadOpA = 1'b0;
                                LoadOpB = 1'b0;
                                LoadOpCode = 1'b0;
                                updateRes = 1'b0;
                                ToDisplaySel = 1'b0;
                            end
            Load_OpA:   begin
                            next_state = Entering_OpB;
                            Status = 3'd1;
                            LoadOpA = 1'b1;
                            LoadOpB = 1'b0;
                            LoadOpCode = 1'b0;
                            updateRes = 1'b0;
                            ToDisplaySel = 1'b0;
                        end
            Entering_OpB:   begin
                                if (Enter_pulse)
                                    next_state = Load_OpB;
                                else if (Undo_pulse)
                                    next_state = Entering_OpA;
                                else
                                    next_state = Entering_OpB;
                            Status = 3'd2;
                            LoadOpA = 1'b0;
                            LoadOpB = 1'b0;
                            LoadOpCode = 1'b0;
                            updateRes = 1'b0;
                            ToDisplaySel = 1'b0;
                        end
            Load_OpB:   begin
                            next_state = Entering_OpCode;
                            Status = 3'd3;
                            LoadOpA = 1'b0;
                            LoadOpB = 1'b1;
                            LoadOpCode = 1'b0;
                            updateRes = 1'b0;
                            ToDisplaySel = 1'b0;
                        end
            Entering_OpCode:   begin
                                if (Enter_pulse)
                                    next_state = Load_OpCode;
                                else if (Undo_pulse)
                                    next_state = Entering_OpB;
                                else
                                    next_state = Entering_OpCode;
                            Status = 3'd4;
                            LoadOpA = 1'b0;
                            LoadOpB = 1'b0;
                            LoadOpCode = 1'b0;
                            updateRes = 1'b0;
                            ToDisplaySel = 1'b0;
                        end
            Load_OpCode:   begin
                            next_state = Show_Result;
                            Status = 3'd5;
                            LoadOpA = 1'b0;
                            LoadOpB = 1'b0;
                            LoadOpCode = 1'b1;
                            updateRes = 1'b0;
                            ToDisplaySel = 1'b0;
                        end
            Show_Result:   begin
                                if (Enter_pulse)
                                    next_state = Entering_OpA;
                                else if (Undo_pulse)
                                    next_state = Entering_OpCode;
                                else
                                    next_state = Show_Result;
                            Status = 3'd6;
                            LoadOpA = 1'b0;
                            LoadOpB = 1'b0;
                            LoadOpCode = 1'b0;
                            updateRes = 1'b1;
                            ToDisplaySel = 1'b1;
                        end                        
        endcase
        end
    always_ff @(posedge clock) begin
        if(reset) 
            state <= Entering_OpA;
        else 
            state <= next_state;
    end
endmodule
`timescale 1ns / 1ps
module alu_in_out_reg #(parameter N = 16)(
    input logic [N-1 : 0] data_in,
    input logic load_A, load_B, load_Op, clk, reset, updateRes,
    output logic [N-1 : 0] Result,
    output logic [4:0] Flags
    );
    logic [1:0] V_op;
    logic [N-1 : 0] V_a, V_b;
    logic [1:0] data_in_op;
    logic [N-1:0] Result_alu;
    logic [4:0] Flags_alu;
    assign  data_in_op = data_in[1:0];
    registro_param #(.N(N)) registro_a (.clk(clk), .reset(reset) , .load(load_A), .D(data_in),.Q(V_a));
    registro_param #(.N(N)) registro_b (.clk(clk), .reset(reset) , .load(load_B), .D(data_in),.Q(V_b));
    registro_param #(.N(2)) registro_op (.clk(clk), .reset(reset) , .load(load_Op), .D(data_in_op),.Q(V_op));
    S4_actividad3 #(.M(N)) alu (.A(V_a), .B(V_b), .OpCode(V_op), .Result(Result_alu), .Flags(Flags_alu));
    registro_param #(.N(N)) result_alu (.clk(clk), .reset(reset), .load(updateRes), .D(Result_alu),.Q(Result));  
    registro_param #(.N(5)) result_flags (.clk(clk), .reset(reset), .load(updateRes), .D(Flags_alu),.Q(Flags));
endmodule
`timescale 1ns / 1ps
module registro_param #(parameter N = 8)(
    input logic clk, reset, load,
    input logic [N-1 :0] D,
    output logic [N-1 :0] Q
    );
    always_ff@(posedge clk)
        if (reset)
            begin
                Q <= 'b0;
            end
        else if (load)
            Q <= D;   
        else 
            Q <= Q;   
endmodule
module S4_actividad3 #(parameter M = 7)(
    input logic [M-1:0] A,B,
    input logic [1:0] OpCode,  
    output logic [M-1:0] Result,
    output logic [4:0] Flags 
    );
    logic [M:0] tempResult;
    logic P;
    logic V, C, Z, N, F; 
    assign P = ^Result ; 
    always_comb begin
       case(OpCode)
        2'b00: begin  
               tempResult = A-B;
               Result = tempResult[M-1:0];  
               if (tempResult[M] == 1'b1) begin
                  Flags[2] = 1'b1;  
               end
               else begin
                 Flags[2] = 1'b0;  
               end
               if (((~A[M-1]& B[M-1]& Result[M-1])|(A[M-1]& ~B[M-1]& ~Result[M-1]))==1 )begin  
                  Flags[1]=1'b1;  
               end
               else begin
                  Flags[1]=1'b0; 
               end  
               end
        2'b01: begin  
               tempResult = A+B;
               Result = tempResult[M-1:0];  
               if (tempResult[M] == 1'b1) begin
                  Flags[2] = 1'b1; 
               end
               else begin
                 Flags[2] = 1'b0; 
               end    
               if (((A[M-1]& B[M-1]& ~Result[M-1])| (~A[M-1]& ~B[M-1]& Result[M-1]))==1  )begin  
                  Flags[1]=1'b1; 
               end
               else begin
                 Flags[1]=1'b0; 
               end                                     
               end
        2'b10: begin  
               Result = (A|B);
                  Flags[1]=1'b0;  
                  Flags[2]=1'b0;             
               end
        2'b11: begin  
               Result = (A&B);
                  Flags[1]=1'b0;  
                  Flags[2]=1'b0;         
               end
       endcase
       if (Result == 'b0) begin  
           Flags[3] = 1'b1;  
       end
       else begin
           Flags[3] = 1'b0;  
       end
        if (Result[M-1] == 1'b1) begin 
            Flags[4] = 1'b1;  
        end 
        else begin
            Flags[4] = 1'b0;  
        end
        if  (P == 1'b1) begin
           Flags[0] = 1'b1; 
        end
        else begin
           Flags[0] = 1'b0; 
        end
    end
endmodule
`timescale 1ns / 1ps
module Level_to_pulse(
    input logic clk, reset, L,      
    output logic P                
    );
    enum logic [2:0] {S0, S1, S2} state, next_state;
    always_ff @ (posedge clk) begin
        if(reset)
            state <= S0;
        else
            state <= next_state;
    end
    always_comb begin
        case (state)
            S0: begin
                if(L)
                    next_state = S1;
                else
                    next_state = S0;
            end
            S1: begin
                if(L)
                    next_state = S2;
                else
                    next_state = S0;           
            end            
            S2: begin
                if(L)
                    next_state = S2;
                else
                    next_state = S0;  
                end  
            default: next_state = S0;
        endcase
    end
    always_comb  begin
        case(state)
            S0 : P = 0;
            S1 : P = 1;
            S2 : P = 0;
            default : P = 0;
        endcase
    end
endmodule
`timescale 1ns / 1ps
module S9_actividad1 (
    input logic clk,
    input logic reset,
    input logic Enter,
    input logic [15:0] DataIn,
    output logic [15:0] ToDisplay,
    output logic [4:0] Flags,
    output logic [2:0] Status 
    );
    logic EnterPulse;
    logic LoadOpA,LoadOpB,LoadOpCode;
    logic updateRes, ToDisplaySel;
    logic [15:0] Alu_Result;
    Level_to_pulse pulso_entrada (
        .clk(clk), 
        .reset(reset),
        .L(Enter),
        .P(EnterPulse)
        );
    ReversePolishFSM Maquina_estados (
        .Enter_pulse(EnterPulse),
        .reset(reset),
        .clock(clk),
        .Status(Status),
        .LoadOpA(LoadOpA),
        .LoadOpB(LoadOpB),
        .LoadOpCode(LoadOpCode),
        .updateRes(updateRes),
        .ToDisplaySel(ToDisplaySel)
        );
    alu_in_out_reg #(.N(16)) Alu (
        .data_in(DataIn),
        .load_A(LoadOpA),
        .load_B(LoadOpB),
        .load_Op(LoadOpCode),
        .clk(clk),
        .reset(reset),
        .updateRes(updateRes),
        .Result(Alu_Result),
        .Flags(Flags)
        );
    Display_selector valor_a_display(
        .DataIn(DataIn),
        .Alu_result(Alu_Result),
        .ToDisplaySel(ToDisplaySel),
        .ToDisplay(ToDisplay)
        );     
endmodule
==> /design/flow/run.sh <==
#!/bin/bash
# OpenROAD 26Q1-2900-gdf79404cd8, Yosys 0.63+post, stock flow scripts
make -C /OpenROAD-flow-scripts/flow DESIGN_CONFIG=/design/flow/config.mk WORK_HOME=/design/flow/orfs finish
==> /design/flow/config.mk <==
export PLATFORM = sky130hd
export DESIGN_NAME = S9_actividad1
export DESIGN_NICKNAME = S9_actividad1
export VERILOG_FILES = /design/flow/design.v
export SDC_FILE = /design/flow/constraint.sdc
export NUM_CORES = 4
export LEC_CHECK = 1
export CORE_UTILIZATION = 50
export SYNTH_HDL_FRONTEND = slang
==> /design/flow/constraint.sdc <==
current_design S9_actividad1

set clk_period 8.2
set clk_io_pct 0.2

create_clock -name clk0 -period $clk_period [get_ports {clk}]

set non_clock_inputs [all_inputs -no_clocks]
set_input_delay [expr $clk_period * $clk_io_pct] -clock clk0 $non_clock_inputs
set_output_delay [expr $clk_period * $clk_io_pct] -clock clk0 [all_outputs]
==> results.txt <==
mux share -> 12.2%
post-layout period usage -> 54.2%
Setup Viol. Count Final -> 0
Post-DP Area -> 5650 sq um
clk slew on worst S/H paths -> 0.07 ns
cell taking the most area after synthesis -> dfxtp_1
CTS hold repair buffers -> 0
Int Power -> 0.563 mW
share of cells above drive strength 1 -> 11.7%
CTS Sinks -> 63
kind of critical path -> input port to output port
Adder Share, Synth -> 15.2%
Worst Path Arrival -> 2.80 ns
top cells, area -> dfxtp_1 24%, ha_1 14%, mux2i_1 7.5%
synthesized area -> 5190 sq um
Max IR drop VDD -> 120 uV
# Post-CTS Setup Buffers -> 0
Syn. warnings -> 1
final instance area -> 5850 sq um
vias in the first global route -> 4146
Sequential Power Share -> 39.6%
Total Routed Length -> 13400 um
die area -> 10800 sq um
yosys stat area -> 5190 sq um
Pleak -> 2.22 nW
Placeable Area -> 9910 sq um
routed vias -> 4347
NetSw -> 0.228 mW
DIE WIDTH -> 104 um
Insertion Delay late pin -> 0.35 ns
fmax -> 225 MHz
DP HPWL -> 10100 um
Switching Fraction -> 28.8%
first drt pass iteration count -> 4
Top-area cell share -> 24.3%
max-cap check violation count -> 0
post_cts resized -> 0
I/O Pins -> 43
first-pass GRT wire length -> 21800 um
Layout area overhead -> 12.8%
Clock Path Buffers -> 2
Vias/cell -> 5.56
gpl congestion -> 0.835
most common cell in the netlist -> nor2_1
synth unique cells -> 78
xor/xnor share -> 3.04%
First DRT Iteration DRCs -> 217
DRC violations left -> 0
Final TNS setup -> 0 ns
pwr/cell area -> 135 nW/um^2
number of inserted diodes -> 0
top comb family, area -> AND-OR/OR-AND gates
PortBufs -> 42
worst slew pin tran -> 0.643 ns
Max Fanout on Critical Path -> 3
post-synthesis cell count -> 620
largest net degree at the start of global routing -> 63
reg2reg path depth -> 16
Setup crit start kind -> input port
number of enable flip-flop cells -> 0
clk_skew -> 0.00640 ns
Yosys Instances -> 620
status -> complete, no violations
register share after synthesis -> 24.3%
final slew viol count -> 0
Congestion Overflow GR -> 0
antenna-violating nets left -> 0
#FFs+latches synth -> 63
Data required, critical path -> 6.56 ns
Worst Hold Class -> register to register
Die H -> 104 um
Gate power share -> 24.7%
WHS Path Cells -> 2
Commonest cells post-synth -> 83 x nor2_1, 63 x dfxtp_1, 60 x ha_1, 49 x inv_1, 39 x mux2i_1
Min Clock Period, post-route -> 4.44 ns
Tool Warnings -> 61
final hold violation count -> 0
syn avg cell area -> 8.37 sq um
Synth Area in Simple Gates -> 18.4%
RSZ-0062 raised after global routing -> no
Num CTS Buffers -> 9
CTS tree -> yes
AO/OA Area Share -> 19.9%
clock network power share -> 35.7%
placement row count -> 36
gr usage total -> 26.1%
fp util -> 52.3%
Most common reg cell -> dfxtp_1
htree depth -> 3
root buf cell -> clkbuf_8
Avg WL per Cell -> 17.1 um
antenna violations before repair -> 0
Synth async-reset ratio -> 0%
Rel. slew slack -> 57.1%
nature of the critical path endpoint -> output port
## layer usage
layer	global-route usage (%)	vias to the layer above	routed length, um	part of all wire (%)
li1	-	2216	-	-
met1	42.6	2034	6980	52
met3	5.23	8	737	5.5
met2	37.0	89	5570	42
met5	0	-	0	0
met4	3.16	0	115	0.86
## path summary, 6_finish.rpt
path / startpoint / end / slack (ns)
worst max-delay path: DataIn[8] / ToDisplay[8] / 3.76
worst max register to register: Alu.registro_a.Q[0] / Alu.result_flags.Q[0] / 4.36
worst min-delay path: pulso_entrada.state[0] / pulso_entrada.state[2] / 0.41
worst min register to register: pulso_entrada.state[0] / pulso_entrada.state[2] / 0.41
## sequential cells by signal, indices dropped and copies added, names as in the netlist
name and cells:
pulso_entrada.state 2, Alu.registro_a.Q 16, Alu.result_alu.Q 15, Alu.registro_b.Q 16, Alu.result_flags.Q 5, Maquina_estados.state 7, Alu.registro_op.Q 2
## area by class of cell
| type | instances | area [sq um] |
|---|---|---|
| clock buffer | 11 | 151 |
| inverter | 51 | 191 |
| tap | 133 | 166 |
| fill | 913 | 4060 |
| sequential | 63 | 1260 |
| timing repair buffer | 48 | 460 |
| multi-input combinational | 471 | 3560 |
| clock inverter | 5 | 56.3 |
## logic make-up after synthesis
family                     count (synthesis)
adders and majority gates                 62
buffers and inverters                     86
AOI/OAI and AO/OA                        135
DFF                                       63
xor gates and xnor gates                  18
muxes                                     59
and+or+nand+nor                          197
## metrics by stage
stage	worst slack, ns	util [%]	power [mW]	instances	hold WS [ns]
global placement	3.77	57.0	0.513	766	0.402
floorplan	4.70	-	0.461	620	0.394
global route	3.73	59.1	0.825	782	0.461
detailed placement	3.75	57.0	0.513	766	0.404
finish	3.76	59.1	0.791	782	0.413
CTS	3.75	59.1	0.796	782	0.415
## power by group through the flow
stage | logic (mW) | clock network (mW) | registers (mW)
4_1_cts | 0.195 | 0.287 | 0.313
5_1_grt | 0.213 | 0.298 | 0.314
6_report | 0.195 | 0.282 | 0.313
## critical path, cell delays in order
cell	delay (ns)
clkdlybuf4s50_1	0.44
mux2_2	0.29
clkdlybuf4s50_1	0.43
## placed cells by master, fill, tap and decap left out, types with 8 or more instances in the layout
cell	synthesis	layout
nor2b_1	10	10
nand3_1	10	10
ha_1	60	60
clkbuf_8	0	11
inv_1	49	49
mux2i_1	39	39
nor3_1	12	12
nor2_1	83	83
a211oi_1	8	8
o211ai_1	14	14
clkdlybuf4s50_1	0	41
mux2_2	16	16
o21ai_0	24	24
or3_1	8	8
xnor2_1	15	15
dfxtp_1	63	62
a21oi_1	27	27
nand2_1	38	38
No activity file was given, so power comes from the tool's default toggle rates.
